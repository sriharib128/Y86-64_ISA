$ cat design.v
`timescale 1ns / 1ps
module add_64(A,B,OUTPUT,overflow);
    input signed [63:0] A;
    input signed [63:0] B;
    output signed [63:0] OUTPUT;
    output overflow;
    wire signed [64:0] carry;
    assign carry[0] = 1'b0;
    genvar i;
    generate for(i = 0;i<=63;i=i+1)
    begin
        Full gate1(A[i],B[i],carry[i],OUTPUT[i],carry[i+1]);
    end
    endgenerate
    wire OF1,OF2,na,nb,ns;
    not(ns,OUTPUT[63]);
    not(nb,B[63]);
    not(na,A[63]);
    and(OF1,A[63],B[63],ns);
    and(OF2,na,nb,OUTPUT[63]);
    or(overflow,OF1,OF2);
endmodule
`timescale 1ns / 1ps
module Full(a,b,c_in,s,c);
input a,b,c_in;
wire node1,node2,node3;
output s,c;
xor(s,a,b,c_in);
and(node1,a,b);
and(node2,c_in,b);
and(node3,a,c_in);
or(c,node1,node2,node3);
endmodule
`timescale 1ns / 1ps
module and_64(A,B,OUTPUT);
    input signed [63:0] A;
    input signed [63:0] B;
    output signed [63:0] OUTPUT;
    genvar i;
    generate for(i = 0;i<=63;i=i+1)
    begin
        and(OUTPUT[i],A[i],B[i]);
    end
    endgenerate
endmodule
`timescale 1ns / 1ps
module sub_64(A,B,OUTPUT,overflow);
    input signed [63:0] A;
    input signed [63:0] B;
    output signed [63:0] OUTPUT;
    output overflow;
    wire overflow1;
    wire signed [63:0] nB;
    genvar i;
    generate for(i = 0;i<=63;i=i+1)
    begin
        not(nB[i],B[i]);
    end
    endgenerate
    wire [63:0] c;
    assign c = 64'b1;
    wire temp;
    wire signed [63:0] Bcomp;
    add_64 p1(nB,c,Bcomp,temp);
    add_64 p2(A,Bcomp,OUTPUT,overflow1);
    wire OF1,OF2,na,nb,ns;
    not(ns,OUTPUT[63]);
    not(nb,B[63]);
    not(na,A[63]);
    and(OF1,A[63],nb,ns);
    and(OF2,na,B[63],OUTPUT[63]);
    or(overflow,OF1,OF2);
endmodule
`timescale 1ns / 1ps
module xor_64(A,B,OUTPUT);
    input signed [63:0] A;
    input signed [63:0] B;
    output signed [63:0] OUTPUT;
    genvar i;
    generate for(i = 0;i<=63;i=i+1)
    begin
        xor(OUTPUT[i],A[i],B[i]);
    end
    endgenerate
endmodule
module ALU(A,B,CONTROL,OUTPUT,overflow);
input signed [63:0] A;
input signed [63:0] B;
input [1:0] CONTROL;
output signed [63:0] OUTPUT;
reg signed [63:0] OUTPUT;
output overflow;
reg overflow;
wire signed [63:0] out_sum;
wire signed [63:0] out_diff;
wire signed [63:0] out_and;
wire signed [63:0] out_xor;
wire of_add,of_diff;
add_64 g1(A,B,out_sum,of_add);
sub_64 g2(A,B,out_diff,of_diff);
and_64 g3(A,B,out_and);
xor_64 g4(A,B,out_xor);
always @ (*) begin
    case(CONTROL)
        2'b00:begin
            OUTPUT = out_sum;
            overflow = of_add;
        end
        2'b01:begin
            OUTPUT = out_diff;
            overflow = of_diff;
        end
        2'b10:begin
            OUTPUT = out_and;
            overflow = 0;
        end
        2'b11:begin
            OUTPUT = out_xor;
            overflow = 0;
        end
    endcase
end
endmodule
module Execute(clk,E_stat,E_icode,E_ifun,E_valA,E_valB,E_valC,E_destE,E_destM,setcc,e_valE,e_destE,e_Cnd,M_stat,M_icode,M_Cnd,M_valE,M_valA,M_destE,M_destM,cc_in);
  input clk;
  input [0:3] E_stat;
  input [3:0] E_icode,E_ifun,E_destE,E_destM;
  input signed [63:0] E_valA,E_valB,E_valC;
  input setcc;
  output reg signed [63:0] e_valE,M_valE,M_valA;
  output reg [3:0] e_destE,M_destE,M_destM,M_icode;
  output reg e_Cnd;
  output reg [0:3] M_stat;
  output reg M_Cnd;
  output reg [2:0] cc_in = 3'b000;
  reg [1:0] CONTROL;
  reg signed [63:0] Input1,Input2;
  wire signed [63:0] Output;
  wire OVERFLOW;
  ALU alu1(Input1,Input2,CONTROL,Output,OVERFLOW);
  always @(*) 
    begin
      if (E_icode == 4'b0010) begin  
        e_valE <= E_valA;
      end
      else if (E_icode == 4'b0111) begin  
      end
      else if (E_icode == 4'b0011) begin  
        e_valE <= E_valC;
      end
      else if (E_icode == 4'b0100) begin  
        CONTROL = 2'b00;
        Input1 = E_valB;
        Input2 = E_valC;
        e_valE <= Output ;
      end
      else if (E_icode == 4'b0101) begin  
        CONTROL = 2'b00;
        Input1 = E_valB;
        Input2 = E_valC;
        e_valE <= Output ;
      end
      else if (E_icode == 4'b0110) begin  
        if (E_ifun == 4'b0000) begin  
          CONTROL = 2'b00;
          Input1 = E_valA;
          Input2 = E_valB;
        end
        else if (E_ifun == 4'b0001) begin  
          CONTROL = 2'b01;
          Input1 = E_valA;
          Input2 = E_valB;
        end
        else if (E_ifun == 4'b0010) begin  
          CONTROL = 2'b10;
          Input1 = E_valA;
          Input2 = E_valB;
        end
        else if (E_ifun == 4'b0011) begin  
          CONTROL = 2'b11;
          Input1 = E_valA;
          Input2 = E_valB;
        end
        e_valE <= Output;
        if(setcc)
        begin
        cc_in[2] <= OVERFLOW;
        cc_in[1] <= e_valE[63];
        cc_in[0] <= (e_valE ==0) ? 1'b1:1'b0;
        end
      end
      else if (E_icode == 4'b1000) begin  
        CONTROL = 2'b01;
        Input1 = E_valB;
        Input2 = 64'd1;
        e_valE <= Output ;
      end
      else if (E_icode == 4'b1001) begin  
        CONTROL = 2'b00;
        Input1 = E_valB;
        Input2 = 64'd1;
        e_valE <= Output ;
      end
      else if (E_icode == 4'b1010) begin  
        CONTROL = 2'b01;
        Input1 = E_valB;
        Input2 = 64'd1;
        e_valE <= Output ;
      end
      else if (E_icode == 4'b1011) begin  
        CONTROL = 2'b00;
        Input1 = E_valB;
        Input2 = 64'd1;
        e_valE <= Output ;
      end      
    end 
  wire zf,sf,of;
  assign zf = cc_in[0];
  assign sf = cc_in[1];
  assign of = cc_in[2];
  always @(*)
  begin
      if(E_icode == 4'b0010 || E_icode == 4'b0111)  
      begin
          if(E_ifun == 4'h0)begin  
              e_Cnd = 1;
          end
          else if(E_ifun== 4'h1)begin  
              e_Cnd = (of^sf)|zf; 
          end
          else if(E_ifun == 4'h2)begin  
              e_Cnd = (of^sf); 
          end
          else if(E_ifun == 4'h3)begin  
              e_Cnd = zf;             
          end
          else if(E_ifun == 4'h4)begin  
              e_Cnd = ~zf;  
          end
          else if(E_ifun == 4'h5)begin  
              e_Cnd = ~(of^sf); 
          end
          else if(E_ifun == 4'h6)begin  
              e_Cnd = ~(of^sf) & ~(zf);
          end
        e_destE = (e_Cnd == 1) ? E_destE : 4'b1111;     
      end
      else
      begin
        e_destE =E_destE;
        e_Cnd=0;
      end
  end
  always@(posedge clk)
  begin
      M_stat <= E_stat;
      M_icode <= E_icode;
      M_Cnd <= e_Cnd;
      M_valE <= e_valE;
      M_valA <= E_valA;
      M_destE <= e_destE;
      M_destM <= E_destM;
  end
endmodule
$ cat run.sh
#!/bin/bash
# OpenROAD 26Q1-2900-gdf79404cd8, Yosys 0.63+post, stock flow scripts
make -C /OpenROAD-flow-scripts/flow DESIGN_CONFIG=/design/flow/config.mk WORK_HOME=/design/flow/orfs finish
$ cat config.mk
export PLATFORM = sky130hd
export DESIGN_NAME = Execute
export DESIGN_NICKNAME = Execute
export VERILOG_FILES = /design/flow/design.v
export SDC_FILE = /design/flow/constraint.sdc
export NUM_CORES = 4
export LEC_CHECK = 1
export CORE_UTILIZATION = 30
$ cat constraint.sdc
current_design Execute

set clk_period 8.4
set clk_io_pct 0.2

create_clock -name clk0 -period $clk_period [get_ports {clk}]

set non_clock_inputs [all_inputs -no_clocks]
set_input_delay [expr $clk_period * $clk_io_pct] -clock clk0 $non_clock_inputs
set_output_delay [expr $clk_period * $clk_io_pct] -clock clk0 [all_outputs]
==> results.tsv <==
metric	value	unit
seqPwrFrac	40.4	%
vdd_drop_max	108	uV
final_layout_top_logic_cells	clkdlybuf4s50_1 (429), dlxtn_1 (196), dfxtp_1 (145)	
min_path_type	primary input to flip-flop	
synth_cell_types	42	
drt-total-wl	42100	microns
ant_nets	0	
cts_inserted_buffers	17	
antenna_found_initial	5	
p_leak	8.49	nW
clock.fmax	185	MHz
clk_pin_slew	60	ps
die_y	226	microns
row_count	81	
drc	0	
min_period_over_period	64.4	%
hold_buffers	0	
synthTopCellsByArea	dlxtn_1 (20%), dfxtp_1 (19%), fa_1 (16%)	
cap_violations	0	
fp_util	30.6	%
yosys_cells	1191	
p_clk_share	33.9	%
netlist.area_leader.share	19.8	%
first_global_vias	11300	
post-cts-setup-buffer-count	0	
viasPerCell	4.64	
swShare	27.6	%
max_slew.worst_pin.slew	841	ps
cp-end-kind	primary output	
dieArea	51000	sq um
setup_viol	0	
internal_power	0.00164	W
grt_pass1_wl	64900	microns
firstDrtPassIters	6	
async_reset_ff_share	0	%
ys_chip_area	15000	sq um
root_buffer	clkbuf_16	
comb_power_share	25.7	%
cp-start-kind	primary input	
required	6720	ps
io_buffers	430	
edf_count	0	
syn_area_per_cell	12.6	sq um
grt_max_degree	69	
tns	0	ps
die_x	226	microns
maxSlewViolCount	0	
layout-drive-gt1-share	11.5	%
tool_warnings	29	
p_switching	0.000623	W
yosysTopAreaCell	dlxtn_1	
core	49200	sq um
fin_ws	2990	ps
grt.total_usage	17.6	%
gp_congestion	0.834	
io_pins	431	
postSynthCellCount	1191	
untimed_endpoints	331	
worstSetupPathType	primary input to primary output	
ff_type	dlxtn_1	
slew_headroom	44.0	%
power_density	110	nW/um^2
unclocked_pins	198	
ys_ff	343	
layout_top_cell	clkdlybuf4s50_1	
crit_arrival	3730	ps
cts.repair.resized	0	
clock_path_buffers	2	
htreeDepth	4	
wl_per_cell	18.5	microns
grt-ovfl-total	0	
crit_fanout	6	
yosysWarnings	3	
cts_tree	yes	
num_vias	10600	
period_needed	5410	ps
drtIter0Drc	410	
outcome	complete, no violations	
hold_ws	1640	ps
rsz0062_at_grt	no	
final-hold-violation-count	0	
area_growth	36.8	%
pre_cts_slack	3030	ps
dp_hpwl	32800	microns
netlist_area	15000	sq um
## kinds of logic (layout without fill, tap and decap cells)
| kind of cell | count (synthesis) | count (layout) | share of synthesized area (%) |
|---|---|---|---|
| mux | 195 | 195 | 18.7 |
| other cells | 0 | 4 | 0 |
| buf+inv | 137 | 556 | 4.36 |
| latches | 198 | 198 | 19.8 |
| flops | 145 | 145 | 19.3 |
| simple gates | 105 | 105 | 3.24 |
| fa+ha+maj | 253 | 253 | 27.2 |
| xor+xnor | 7 | 7 | 0.408 |
| compound gates | 151 | 151 | 6.99 |
## worst paths after layout
kind,start,endpoint,cells past startpoint,slack [ps]
hold / removal,E_stat[1],M_stat[1],1,1640
setup / recovery,E_ifun[0],e_destE[1],6,2990
## layer usage
metal | vias to the layer above | track usage [%] | part of all wire (%)
li1 | 5033 | - | -
met1 | 5151 | 23.6 | 42
met3 | 29 | 6.49 | 8.6
met2 | 360 | 28.6 | 49
met5 | - | 0 | 0.095
met4 | 6 | 1.73 | 1.1
## critical path: stages
cell and delay [ps]:
clkdlybuf4s50_1 560, inv_1 80, a311o_1 280, o21ai_0 510
o21bai_1 190, clkdlybuf4s50_1 440
## cell type report
cell class / instances / area [sq um]
multi-input cells: 711 / 8530
well taps: 664 / 831
repair buffers: 447 / 4430
clock buffers: 20 / 457
fillers: 4577 / 28600
clock inverters: 12 / 125
flip-flops and latches: 343 / 5880
diodes: 4 / 10.0
inverters: 77 / 289
## power by group through the flow
stage / clock (W) / combinational [W] / sequential [W]
6_report: 0.000767 / 0.000581 / 0.000912
5_1_grt: 0.000823 / 0.000653 / 0.000924
4_1_cts: 0.000802 / 0.000594 / 0.000914
## state kept, by name (all words and copies together) (netlist names)
register  flops
Input1       64
M_Cnd         1
Input2       64
M_stat        4
M_valE       64
M_icode       4
cc_in         3
e_valE       64
M_valA       64
M_destE       4
CONTROL       2
e_Cnd         1
M_destM       4
## Yosys cell counts, drive strengths merged (2+ instances only)
cell type,number
dlxtn,198
dfxtp,145
ha,131
fa,122
inv,77
mux2,68
a21oi,67
nor2,67
mux2i,65
a22o,63
mux4,62
buf,57
nor4,18
nand2,6
nor2b,5
xnor2,5
nand4,4
o21bai,4
clkbuf,3
nand2b,3
o21ai,3
a211oi,2
a21boi,2
xor2,2
## metrics by stage
stage	cells	utilization, %	power, W	area, sq um
after floorplan	1191	-	0.00117	15000
after global placement	2242	40.6	0.00151	20000
after detailed placement	2242	40.6	0.00152	20000
after CTS	2274	41.8	0.00231	20500
after global routing	2275	41.8	0.00240	20500
final	2278	41.8	0.00226	20600
Power is estimated from default activity; no workload was simulated.
