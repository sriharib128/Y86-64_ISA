## ./design.v

```verilog
module PC_UPDATE(clk,valP,valC,valM,cnd,icode,PC,PC__Update);
  input clk;
  input [63:0] valP;  
  input signed [63:0] valC;  
  input signed [63:0] valM;  
  input cnd;          
  input [3:0] icode;  
  input [63:0] PC;   
  output reg [63:0] PC__Update;
  always@(posedge clk) begin 
    if (icode == 4'b0111)  
      begin
        if  (cnd == 1) 
          begin
            PC__Update <= valC;
          end
        else 
          begin
            PC__Update <= valP;
          end
    end
    else if (icode == 4'b1000)  
      begin
        PC__Update <= valC;
      end
    else if (icode == 4'b1001)  
      begin
        PC__Update <= valM;
     end
    else 
      begin
        PC__Update <= valP;
      end
  end   
endmodule
```

## ./run.sh

```bash
#!/bin/bash
# OpenROAD 26Q1-2900-gdf79404cd8, Yosys 0.63+post, stock flow scripts
make -C /OpenROAD-flow-scripts/flow DESIGN_CONFIG=/design/flow/config.mk WORK_HOME=/design/flow/orfs finish
```

## ./config.mk

```make
export PLATFORM = sky130hd
export DESIGN_NAME = PC_UPDATE
export DESIGN_NICKNAME = PC_UPDATE
export VERILOG_FILES = /design/flow/design.v
export SDC_FILE = /design/flow/constraint.sdc
export NUM_CORES = 4
export LEC_CHECK = 1
export CORE_AREA = 10 10 148 148
export DIE_AREA = 0 0 158 158
```

## ./constraint.sdc

```tcl
current_design PC_UPDATE

set clk_period 5.7
set clk_io_pct 0.2

create_clock -name clk0 -period $clk_period [get_ports {clk}]

set non_clock_inputs [all_inputs -no_clocks]
set_input_delay [expr $clk_period * $clk_io_pct] -clock clk0 $non_clock_inputs
set_output_delay [expr $clk_period * $clk_io_pct] -clock clk0 [all_outputs]
```

==> results_dict.tcl <==
# yosys + openroad results
set metrics [dict create \
    slowest_stage "buf_4" \
    wirelength_um 13100 \
    io_buffers 261 \
    ys_chip_area_um2 2820 \
    fmax_mhz 340 \
    path_max_fanout 31 \
    place_ws_ps 2370 \
    start_kind "input port" \
    power_w 0.00143 \
    cts_buffers 9 \
    post_cts_buffers 0 \
    drv_cap 0 \
    grt_pass1_wl_um 18600 \
    synth_flop_count 64 \
    drive_gt1_frac 0.171 \
    fin_ws_ps 2760 \
    status "completed" \
    first_global_vias 3134 \
    syn_to_final_growth_pct 112 \
    chipArea_um2 25000 \
    synth_warnings 1 \
    critPathTopFamily "buffers and inverters" \
    cts_hold_buf 0 \
    dr_wl_met2_um 6660 \
    comb_power_share 0.236 \
    cp_num_buf_inv 2 \
    num_rows 50 \
    most-common-layout-cells "clkdlybuf4s50_1 (261), dfxtp_1 (64), o22ai_1 (64)" \
    cts_tree "built" \
    log.warning_count 89 \
    drt-met1-wl_um 4810 \
    core_um2 18700 \
    layout.cells.most_common "clkdlybuf4s50_1" \
    largest_area_cell "dfxtp_1" \
    dieHeight_um 158 \
    path_class "in2reg" \
    vias 2949 \
    post_drt_wl_per_cell_um 18.3 \
    gp_congestion 0.780 \
    synth.top_cell.area_share 0.454 \
    top_regs "PC__Update: 64 flops" \
    fp.dieW_um 158 \
    grt_max_degree 65 \
    ir_drop_v 0.000126 \
    grt.overflow.total 0 \
    p_switching_w 0.000296 \
    arrival_ps 3200 \
    top_layer "met4" \
    io-pin-count 326 \
    power.density_nw_per_um2 240 \
    synth_cell_types 13 \
    worstSetupEndpointType "flip-flop" \
    initial_core_util 0.151 \
    finalClockPeriodUsage 0.515 \
    slew_violations 0 \
    hp-class "in2reg" \
    clock_sinks 64 \
    cp_cell_sequence "clkdlybuf4s50_1 > nor3b_4 > a2bb2oi_4 > buf_4 > a2bb2oi_2" \
    max-clock-path-buffers 2 \
    p_clk_frac 0.416 \
    tightest_slew_ps 769 \
    hpwl_um 10300 \
    finalSetupViolations 0 \
    ys_cells 225 \
    p_leak_nw 2.13 \
    antenna_found_initial 1 \
    clkSlewWorstSetupHoldPaths_ps 50 \
    clockRootBuffer "clkbuf_16" \
    final_hold_viol_count 0 \
    antenna_left 0 \
    relSlewSlack 0.487 \
    netlist_area_um2 2820 \
    vias_per_cell 4.12 \
    tns_ps 0 \
    max_stage_delay_ps 570 \
    internal_power_w 0.00114 \
    routed-wl-met3_um 1460 \
    firstDrtPassIters 4 \
    htree_levels 3 \
    syn_inst 225 \
    grt_usage 0.0965 \
    period_needed_ps 2940 \
    avgSynthCellArea_um2 12.5 \
    postCtsResizedCells 0 \
    top_register "PC__Update" \
    drt_iter0_markers 86 \
    topCellsByArea "dfxtp_1 (45%), a2bb2oi_2 (32%), o22ai_1 (14%)" \
    switching_share 0.207 \
    p_seq_frac 0.348 \
    ys_seq_share 0.454 \
    remaining_drc_errors 0 \
    cp.required_ps 5970 \
    largest_reg_flops 64 \
    grt_setup_unrepaired "false" \
]
## per-stage QoR
step                instances  hold slack [ps]  instance area, um2   util
floorplan                 225             1270                2820      -
global placement          698             1730                5650  0.302
detailed placement        698             1730                5650  0.302
CTS                       714             1360                5970  0.319
global route              714             1380                5970  0.319
finish                    715             1390                5970  0.319
## layout make-up
type                            count  area [um2]
Fill cell                        1849       12700
Timing Repair Buffer              266        2650
Multi-Input combinational cell    133        1430
Sequential cell                    64        1280
Tap cell                          234         293
Clock buffer                       13         250
Clock inverter                      3        65.1
Inverter                            1        3.75
Antenna cell                        1        2.50
## cells in the mapped netlist (all sizes together)
cell type,n
buf,25
o2bb2a,1
nor3b,1
nand4bb,1
dfxtp,64
inv,1
clkbuf,2
a2bb2oi,64
o22ai,64
or2,1
nand4,1
## path summary, 6_finish.rpt
kind	start	to	slack, ps	depth (start not counted)
worst max-delay path	icode[3]	PC__Update[10]	2760	5
worst min-delay path	valC[0]	PC__Update[0]	1390	2
## layer usage
layer | GRT usage | vias to the layer above
met5 | 0 | -
met4 | 0.0137 | 0
met3 | 0.0421 | 13
met2 | 0.168 | 138
met1 | 0.109 | 1373
li1 | - | 1425
## cells by family after synthesis
family,count (synthesis),synth area share
AND-OR/OR-AND,129,0.479
buffers and inverters,28,0.0537
flip-flops,64,0.454
AND/OR/NAND/NOR,4,0.0129
## power by group through the flow
stage | Clock [W] | Combinational [W] | Sequential (W)
global route | 0.000640 | 0.000361 | 0.000501
finish | 0.000596 | 0.000338 | 0.000498
CTS | 0.000625 | 0.000344 | 0.000498
Power figures rest on the tool's default switching activity, not on a simulated workload.
