==> design.v <==
module decode_and_writeback(clk,D_bubble,E_bubble,D_stat,D_icode,D_ifun,D_rA,D_rB,D_valC,D_valP,
                            e_destE,e_valE,M_destE,M_valE,M_destM,m_valM,W_destM,W_valM,W_destE,W_valE,
                            E_stat,E_icode,E_ifun,E_valC,E_valA,E_valB,E_destE,E_destM,E_srcA,E_srcB,
                            W_icode,d_srcA,d_srcB,
                            register_memory0 , register_memory1 , register_memory2 ,register_memory3 , register_memory4 , register_memory5 ,register_memory6 ,register_memory7 ,register_memory8 , register_memory9 , register_memory10 ,register_memory11 , register_memory12 , register_memory13 , register_memory14) ;
input clk ;
input [3:0] D_icode,D_ifun,D_rA,D_rB,e_destE,M_destE,M_destM,W_destE,W_destM,W_icode;
input [0:3] D_stat;
input signed [63:0] D_valC,e_valE,M_valE,m_valM,W_valE,W_valM;
input [63:0] D_valP;
input E_bubble,D_bubble;
output reg signed [63:0] E_valC,E_valA,E_valB;
output reg [3:0] E_icode,E_ifun,E_destE,E_destM,E_srcA,E_srcB,d_srcA,d_srcB;
output reg [0:3] E_stat;
reg [3:0] d_destE,d_destM;
reg signed [63:0] d_rvalA,d_rvalB,d_valA,d_valB;
reg [63:0] register_memory[0:14];
output reg signed [63:0] register_memory0;
output reg signed [63:0] register_memory1;
output reg signed [63:0] register_memory2;
output reg signed [63:0] register_memory3;
output reg signed [63:0] register_memory4;
output reg signed [63:0] register_memory5;
output reg signed [63:0] register_memory6;
output reg signed [63:0] register_memory7;
output reg signed [63:0] register_memory8;
output reg signed [63:0] register_memory9;
output reg signed [63:0] register_memory10;
output reg signed [63:0] register_memory11;
output reg signed [63:0] register_memory12;
output reg signed [63:0] register_memory13;
output reg signed [63:0] register_memory14;
initial 
  begin
    register_memory[0] = 64'd12;         
    register_memory[1] = 64'd10;         
    register_memory[2] = 64'd101;        
    register_memory[3] = 64'd3;          
    register_memory[4] = 64'd254;        
    register_memory[5] = 64'd50;         
    register_memory[6] = -64'd143;       
    register_memory[7] = 64'd10000;      
    register_memory[8] = 64'd990000;     
    register_memory[9] = -64'd12345;     
    register_memory[10] = 64'd12345;     
    register_memory[11] = 64'd10112;     
    register_memory[12] = 64'd0;         
    register_memory[13] = 64'd1567;      
    register_memory[14] = 64'd8643;      
  end
always@(*)
  begin
    d_srcA = 4'hF;
    d_srcB = 4'hF;
    d_destE = 4'hF;
    d_destM = 4'hF;
    if(D_icode == 4'b0010)  
    begin
      d_srcA = D_rA;
      d_destE = D_rB;
      d_rvalA = register_memory[D_rA] ;
      d_rvalB = 0 ;
    end
    else if(D_icode == 4'b0011)  
    begin
      d_destE=D_rB;
    end
    else if(D_icode == 4'b0100)  
    begin
      d_srcA = D_rA;
      d_srcB = D_rB;
      d_rvalA = register_memory[D_rA] ;
      d_rvalB = register_memory[D_rB] ;
    end
    else if(D_icode == 4'b0101)  
    begin
      d_srcB = D_rB;
      d_destM = D_rA;
      d_rvalB = register_memory[D_rB] ;
    end
    else if(D_icode == 4'b0110)  
    begin
      d_srcA = D_rA;
      d_srcB = D_rB;
      d_destE = D_rB;
      d_rvalA = register_memory[D_rA] ;
      d_rvalB = register_memory[D_rB] ;
    end
    else if(D_icode == 4'b1000)  
    begin
      d_srcB = 4;
      d_destE = 4;
      d_rvalB = register_memory[4] ;
    end
    else if(D_icode == 4'b1001)  
    begin
      d_srcA = 4;
      d_srcB = 4;
      d_destE = 4;
      d_rvalA = register_memory[4] ;
      d_rvalB = register_memory[4] ;
    end
    else if(D_icode == 4'b1010)  
    begin
      d_srcA = D_rA;
      d_srcB = 4;
      d_destE = 4;
      d_rvalA = register_memory[D_rA] ;
      d_rvalB = register_memory[4] ;
    end
    else if(D_icode == 4'b1011)  
    begin
      d_srcA = 4;
      d_srcB = 4;
      d_destE = 4;
      d_destM = D_rA;
      d_rvalA = register_memory[4] ;
      d_rvalB = register_memory[4] ;
    end
    else
      begin
      d_srcA = 4'hF;
      d_srcB = 4'hF;
      d_destE = 4'hF;
      d_destM = 4'hF;
      end
    if(D_icode==4'h7 | D_icode == 4'h8)  
      d_valA = D_valP;  
    else if(d_srcA==e_destE & e_destE!=4'hF)
      d_valA = e_valE; 
    else if(d_srcA==M_destM & M_destM!=4'hF)
      d_valA = m_valM;  
    else if(d_srcA==W_destM & W_destM!=4'hF)
      d_valA = W_valM;  
    else if(d_srcA==M_destE & M_destE!=4'hF)
      d_valA = M_valE;  
    else if(d_srcA==W_destE & W_destE!=4'hF)
      d_valA = W_valE; 
    else
      d_valA = d_rvalA; 
    if(d_srcB==e_destE & e_destE!=4'hF)      
      d_valB = e_valE; 
    else if(d_srcB==M_destM & M_destM!=4'hF) 
      d_valB = m_valM; 
    else if(d_srcB==W_destM & W_destM!=4'hF) 
      d_valB = W_valM;  
    else if(d_srcB==M_destE & M_destE!=4'hF) 
      d_valB = M_valE;  
    else if(d_srcB==W_destE & W_destE!=4'hF) 
      d_valB = W_valE;  
    else
      d_valB = d_rvalB; 
  end
always@(posedge clk)
  begin 
    if(E_bubble)
    begin
      E_stat <= 4'b1000;
      E_icode <= 4'b0001;
      E_ifun <= 4'b0000;
      E_valC <= 4'b0000;
      E_valA <= 4'b0000;
      E_valB <= 4'b0000;
      E_destE <= 4'hF;
      E_destM <= 4'hF;
      E_srcA <= 4'hF;
      E_srcB <= 4'hF;
    end
    else
    begin
      E_stat <= D_stat;
      E_icode <= D_icode;
      E_ifun <= D_ifun;
      E_valC <= D_valC;
      E_valA <= d_valA;
      E_valB <= d_valB;
      E_srcA <= d_srcA;
      E_srcB <= d_srcB;
      E_destE <= d_destE;
      E_destM <= d_destM;
    end
  end
always@(posedge clk)  
  begin
    if(W_icode == 4'b0010)  
      begin
        register_memory[W_destE] = W_valE ;
      end
    else if(W_icode==4'b0011)  
      begin
        register_memory[W_destE] = W_valE;
      end
    else if(W_icode == 4'b0101)  
      begin
          register_memory[W_destM] = W_valM ;
      end
    else if(W_icode == 4'b0110)  
      begin
          register_memory[W_destE] = W_valE ;
      end
    else if(W_icode == 4'b1000)  
      begin
          register_memory[W_destE] = W_valE ;
      end
    else if(W_icode == 4'b1001)  
      begin
        register_memory[W_destE] = W_valE ;
      end
    else if(W_icode == 4'b1010)  
      begin
          register_memory[W_destE] = W_valE ;
      end
    else if(W_icode == 4'b1011)  
      begin
          register_memory[W_destE] = W_valE;
          register_memory[W_destM] = W_valM;
      end
    register_memory0 <= register_memory[0];
    register_memory1 <= register_memory[1];
    register_memory2 <= register_memory[2];
    register_memory3 <= register_memory[3];
    register_memory4 <= register_memory[4];
    register_memory5 <= register_memory[5];
    register_memory6 <= register_memory[6];
    register_memory7 <= register_memory[7];
    register_memory8 <= register_memory[8];
    register_memory9 <= register_memory[9];
    register_memory10 <= register_memory[10];
    register_memory11 <= register_memory[11];
    register_memory12 <= register_memory[12];
    register_memory13 <= register_memory[13];
    register_memory14 <= register_memory[14];
  end
endmodule
==> run.sh <==
#!/bin/bash
# OpenROAD 26Q1-2900-gdf79404cd8, Yosys 0.63+post, stock flow scripts
make -C /OpenROAD-flow-scripts/flow DESIGN_CONFIG=/design/flow/config.mk WORK_HOME=/design/flow/orfs finish
==> config.mk <==
export PLATFORM = sky130hd
export DESIGN_NAME = decode_and_writeback
export DESIGN_NICKNAME = decode_and_writeback
export VERILOG_FILES = /design/flow/design.v
export SDC_FILE = /design/flow/constraint.sdc
export NUM_CORES = 4
export LEC_CHECK = 1
export CORE_AREA = 10 10 712 712
export DIE_AREA = 0 0 722 722
==> constraint.sdc <==
current_design decode_and_writeback

set clk_period 57.0
set clk_io_pct 0.2

create_clock -name clk0 -period $clk_period [get_ports {clk}]

set non_clock_inputs [all_inputs -no_clocks]
set_input_delay [expr $clk_period * $clk_io_pct] -clock clk0 $non_clock_inputs
set_output_delay [expr $clk_period * $clk_io_pct] -clock clk0 [all_outputs]
==> run notes <==
run metrics: run status=finished clean, clock skew=0.06395 ns, grt total ovfl=0, Main synth FF type=dfxtp_1, Post-DP Area=0.1198 mm^2, HP Class=flip-flop to flip-flop, Dominant cell area share=46.54%, crit-path cells=clkdlybuf4s50_1 -> nor2b_4 -> nand3_2 -> clkdlybuf4s50_1, core outline area=0.4904 mm^2, WHS Path Cells=2, ys async rst share=0%, CTS resizes=0, DRT iter0 DRCs=18.24k, r2r endpoint=E_valA[58], number of setup buffers added after CTS=0, post-route ant nets=0, Post-synth top cells=2140 x dfxtp_1, 964 x a22oi_1, 959 x clkbuf_1, biggest area consumer among synthesized cells=dfxtp_1, via count=113.1k, Yosys top cell by instances=dfxtp_1, DP Wirelength=829900 um, vertical die size=722 um, maximum fanout along the worst path=20, FF+latch count, synth=2140, root buf cell=clkbuf_16, met3 routed WL=170900 um, Setup-failing EPs final=0, Num CTS Buffers=273, Syn Inst Count=9672, Final Cycle Share=45.01%, yosys stat chip area=0.09204 mm^2, Avg Inst Size Synth=9.517 um^2, CTS Buffer Depth=4, RR Startpoint=register_memory[6][58], Rows=257, hold_sp=register_memory[8][4], R2R setup slack=53.30 ns, Area Overhead vs Synth=41.05%, DRT Pass-1 Iters=10, hold buffers post-CTS=0, setup TNS=0 ns, io pins=1683, max layer used=met5, Final Util=26.48%, fin crit period=25.66 ns, worst stage delay on the critical path=1.00 ns, Tightest Pin Transition=1.240 ns, Routed met1 length=383300 um, H-tree depth=5, CTS tree=done, RSZ-0062 raised after global routing=no, Post-synth EDFFs=0, DRC violations left=0, die width=722 um, Cell Type Count=93, wire per inst=59.70 um, Crit Path Class=input pin to primary output, Pwr per Cell Area=50.89 mW/mm^2, Reg2Reg Depth=8, total length of routed wires=1088000 um, Critical Path RT=45.60 ns, Clock Sinks=2140, most frequent CP cell=clkdlybuf4s50_1, max reg flops=960, clock-pin slew on the worst setup and hold paths=0.06 ns, MaxCap Viol Count=0, Peak Freq=0.03898 GHz, gpl congestion=1.154, die area=0.5213 mm^2, fp util=18.77%, Top area cell types=dfxtp_1 47%, mux2i_1 9.1%, a22oi_1 7.9%, area of the mapped netlist=0.09204 mm^2, register share after synthesis=46.54%, first-pass GRT wire length=1315000 um, share of cells above drive strength 1=14.24%, ys cells=9672, Ys Warns=2, max_slew headroom=15.22%, LEAKAGE=46.06 nW, vias in the first global route=101.3k, vias per std cell=6.209, Setup crit start kind=input pin, Fin. Hold Viols=0, largest net degree at the start of global routing=69, VDD IR-drop max=0.00002692 V, hold slack final=0.5568 ns, clk latency late pin=1.04 ns, critical path arrival=14.26 ns, design area=0.1298 mm^2, tool warnings=28, routed wl met2=422200 um, Max stage delay cell, worst path=clkdlybuf4s50_1, CP endpoint kind=primary output, Port Buf Inserts=1681, All-Layer GR Usage=40.68%, final slew viol count=0, hold endpoint=register_memory8[4], initial antenna violation count=470
-- cells by family after synthesis --
| family | Yosys count | share of synthesized area [%] |
|---|---|---|
| simple gates | 1298 | 6.770 |
| flops | 2140 | 46.54 |
| compound gates | 3842 | 29.95 |
| buf+inv | 1441 | 6.129 |
| mux | 937 | 10.47 |
| xor+xnor | 14 | 0.1332 |
-- worst max path at each step --
| stage | startpoint | slack (ns) | cells past startpoint | endpoint |
|---|---|---|---|---|
| after CTS | D_icode[2] | 31.40 | 4 | d_srcB[2] |
| after global routing | D_icode[2] | 31.34 | 6 | d_srcA[3] |
| final | D_icode[2] | 31.34 | 4 | d_srcB[2] |
-- area by class of cell --
class / count / area (um^2)
inverters: 252 / 947.2
repair buffers: 2480 / 22970
diodes: 294 / 735.7
clock inverters: 134 / 1755
multi-input cells: 6091 / 44900
fillers: 51680 / 360500
flip-flops and latches: 2140 / 42840
well taps: 6475 / 8102
clock buffers: 353 / 7576
-- worst max-delay path, delay by kind of cell --
kind,cells,cell delay [ns]
buffers and inverters,2,1.74
AND/OR/NAND/NOR,2,1.07
-- where the power goes --
| part | internal (mW) | switching (mW) | leakage [nW] |
|---|---|---|---|
| clock | 1.06 | 0.812 | 4.54 |
| combinational | 0.840 | 1.34 | 23.8 |
| sequential | 1.96 | 0.600 | 17.7 |
| total | 3.86 | 2.75 | 46.1 |
-- stage by stage --
stage	worst slack [ns]	std cells	power, mW
after floorplan	33.40	9672	2.795
after global placement	31.38	17438	4.613
after detailed placement	31.41	17438	4.601
after CTS	31.40	17925	6.475
after global routing	31.34	18038	6.673
final	31.34	18219	6.607
-- per-layer routing --
| layer | vias up | track usage, % |
|---|---|---|
| met4 | 132 | 32.24 |
| met5 | - | 2.177 |
| met2 | 11782 | 53.36 |
| li1 | 40955 | - |
| met3 | 3549 | 25.60 |
| met1 | 56709 | 46.43 |
-- placed cells by master, fill, tap and decap left out, drive strengths merged, types with 24 or more instances in the layout --
cell type      instances
a211oi                70
clkbuf               355
buf                  807
or3                   33
nor4                  34
a21o                  24
nor3                  97
a22o                  87
a31oi                 60
a221o                 71
o221a                 24
nor2                 382
diode                294
clkdlybuf4s50       1671
a221oi               171
a222oi               264
clkinv                78
dfxtp               2140
mux2i                839
o21ai                369
nand2b                28
o221ai                64
nor2b                122
o22ai                902
a22oi                964
o211ai                77
o2111ai               29
a32oi                 50
nand2                366
a21oi                379
a211o                 42
or4                   33
nand3                 85
mux2                  86
inv                  268
Power figures rest on the tool's default switching activity, not on a simulated workload.
